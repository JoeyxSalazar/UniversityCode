==> /design/flow/run.sh <==
#!/bin/bash
# OpenROAD 26Q1-2900-gdf79404cd8, Yosys 0.63+post, stock flow scripts
make -C /OpenROAD-flow-scripts/flow DESIGN_CONFIG=/design/flow/config.mk WORK_HOME=/design/flow/orfs finish
==> /design/flow/config.mk <==
export PLATFORM = sky130hd
export DESIGN_NAME = pause
export DESIGN_NICKNAME = pause
export VERILOG_FILES = /design/flow/design.v
export SDC_FILE = /design/flow/constraint.sdc
export NUM_CORES = 4
export LEC_CHECK = 1
export CORE_AREA = 10 10 103 103
export DIE_AREA = 0 0 113 113
==> /design/flow/constraint.sdc <==
current_design pause

set clk_period 3.6
set clk_io_pct 0.2

create_clock -name clk0 -period $clk_period [get_ports {clk_base}]

set non_clock_inputs [all_inputs -no_clocks]
set_input_delay [expr $clk_period * $clk_io_pct] -clock clk0 $non_clock_inputs
set_output_delay [expr $clk_period * $clk_io_pct] -clock clk0 [all_outputs]
==> /design/flow/design.v <==
`timescale 1ns / 1ps
module pause(input clk_base,
				 input reset,
				 input stop, 
				 input [nBit-1:0] limit,
				 output reg clk_out
				 );
	parameter nBit = 18;
	reg [nBit-1:0] clk_counter;
	always@(posedge clk_base, posedge reset)
	begin
		if(reset)
		begin
			clk_counter <= 1'b0;
			clk_out <= 1'b1;
		end
		else
		begin
			if(stop)
				begin
					if(clk_counter == limit)
					begin
						clk_counter <= 1'b0;
						clk_out <= ~clk_out;
					end
					else
					begin
						clk_counter <= clk_counter + 1'b1;
						clk_out <= clk_out;
					end
				end
			else
				clk_counter <= clk_counter;
		end
	end
endmodule
==> flow_summary.toml <==
# synthesis and place-and-route metrics
[run_status]
status = "completed"

[grt]
grt.overflow.total = 0
grt_first_pass_wirelength_mm = 4.12
grt_max_degree = 20
antenna_found_initial = 0
grt_usage_pct = 3.98
grt_pass1_vias = 833

[yosys]
ys_sh_adder_pct = 1.13
synthSimpleGateAreaFrac_pct = 24.0
yosysCellCount = 111
synth_cell_types = 18
synthAoiAreaFrac_pct = 0
synth_seq_share_pct = 42.9
synth-xor-area-share_pct = 28.4
synthTopLogicFamily = "XOR/XNOR gates"
yosys-mux-area-fraction_pct = 0.901
netlist_instances = 111
synth_area_sq_mm = 0.00111
synth_area_per_cell_sq_um = 10.0
yosysWarnings = 1
ys_area_sq_mm = 0.00111
ys_ff = 19

[layout]
layout-drive-gt1-share_pct = 6.72
n_fill_cell = 897
area_growth_syn_to_layout_pct = 32.9
final-comb-area_sq_um = 604
layout_top_cells = "24 x xor2_1, 21 x clkdlybuf4s50_1, 20 x nor2_1"
regArea_sq_um = 477
final_layout_top_logic_cell = "xor2_1"

[setup_path]
path_class = "in2reg"
critPathBufInv = 1
path_max_fanout = 19
worst_path_most_repeated_cell = "xor2_1"
crit_path_max_incr_delay_ns = 0.59
arrival_ns = 2.64
crit_chain = "clkdlybuf4s50_1 > xor2_1 > nor4_1 > nand3_1 > nor3_4 > xor2_1"
critPathTopFamily = "simple AND/OR/NAND/NOR gates"
critPathSlowestCell = "nor3_4"
critPathRequiredTime_ns = 3.78
cp-start-kind = "input port"
end_kind = "flip-flop"

[sta]
slew_violations = 0
hold_slack_ns = 0.524
period_minus_slack_ns = 2.46
fin_crit_sh_pct = 68.3
worstMarginPinSlew_ns = 0.733
tns_ns = 0
clock.fmax_mhz = 407
fin_ws_ns = 1.14
finalSetupViolCount = 0
rsz0062_at_grt = "false"
fin_skew_ns = 0.0116
finalHoldViolCount = 0
slew_headroom_pct = 51.0

[clocking]
cts_resized = 0
cts_buffer_depth = 2
htree_levels = 1
postCtsSetupRepairBufs = 0
cts_buffers = 3
clock-sinks = 19
insertion_delay_ns = 0.26
clkSlewWorstSetupHoldPaths_ns = 0.06
hold_buffers = 0
cts_tree = "yes"
cts_root_buf = "clkbuf_8"

[floorplanning]
pin_count = 22
die_w_microns = 113
fp_util_pct = 13.4
core_sq_mm = 0.00830
dieArea_sq_mm = 0.0128
die_y_microns = 113
std_cell_rows = 33

[pwr]
power.total_mw = 0.599
vdd_ir_drop_max_mv = 0.156
power_density_mw_per_mm2 = 406
leakage_nw = 0.619

[route]
drt-total-wl_mm = 2.62
wl_met1_mm = 1.20
diodes = 0
drt_iter0_markers = 26
drc = 0
wl_met2_mm = 1.24
dr.max_layer_used = "met4"
postRouteAntennaNets = 0
detail_route.wl_per_cell_microns = 11.0
met3_length_microns = 156
first_pass_iters = 4
vias = 809
viasPerCell = 3.38

[min_path]
hp-class = "reg2reg"

[placement]
io_buffers = 21
gp_congestion = 0.798
pre_cts_ws_ns = 0.776
dp_hpwl_mm = 2.11

[job]
openroad.warnings = 25
max-cap-violations = 0
## flip-flops by register name, indices dropped and copies added, names as in the netlist
signal and count:
clk_counter 18, clk_out 1
## path summary, 6_finish.rpt
check,to,cells past startpoint,slack (ns),start
min,clk_out,1,0.52,clk_out
max in group asynchronous,clk_counter[11],2,2.23,reset
max reg2reg,clk_out,5,1.54,clk_counter[4]
max,clk_out,6,1.14,limit[10]
min reg2reg,clk_out,1,0.52,clk_out
min in group asynchronous,clk_counter[2],2,0.89,reset
## area by class of cell
type / count / area share (%)
tap: 105 / 8.90
multi-input combinational: 88 / 40.9
clock buffer: 3 / 2.80
inverter: 2 / 0.508
sequential: 19 / 32.3
timing repair buffer: 21 / 14.2
clock inverter: 1 / 0.339
## synthesized netlist by cell type (all sizes together)
master | count | area (sq um)
xor2 | 24 | 210
ha | 1 | 12.5
nor3b | 1 | 12.5
inv | 2 | 7.51
nor2 | 20 | 75.1
xnor2 | 12 | 105
nand4 | 5 | 31.3
nand3 | 10 | 50.1
nor4 | 3 | 31.3
buf | 2 | 22.5
mux2i | 1 | 10.0
dfrtp | 18 | 450
nand2 | 4 | 15.0
dfstp | 1 | 26.3
and3 | 4 | 25.0
nor3 | 3 | 26.3
## per-stage QoR
step / instances / utilization [%] / cell area [sq um]
finish: 239 / 17.8 / 1480
global route: 239 / 17.8 / 1480
CTS: 239 / 17.8 / 1480
detailed placement: 235 / 17.2 / 1430
global placement: 235 / 17.2 / 1430
floorplan: 111 / - / 1110
## metal layers
metal  track usage [%]  vias to the layer above
met5                 0                        -
met4             0.423                        0
met3              1.71                        2
met2              6.53                       13
met1              4.88                      380
li1                  -                      414
## power breakdown
part | leakage [nW] | internal (mW) | switching (mW)
combinational | 0.343 | 0.0829 | 0.0650
clock | 0.0255 | 0.0769 | 0.0700
sequential | 0.250 | 0.250 | 0.0544
total | 0.619 | 0.410 | 0.189
## cells by family after synthesis
family,count (synthesis)
AND/OR/NAND/NOR,50
adder cells (fa/ha/maj),1
flip-flops,19
XOR/XNOR,36
multiplexers,1
buffers and inverters,4
Power and IR drop assume default switching activity.
