File: flow/run.sh
#!/bin/bash
# OpenROAD 26Q1-2900-gdf79404cd8, Yosys 0.63+post, stock flow scripts
make -C /OpenROAD-flow-scripts/flow DESIGN_CONFIG=/design/flow/config.mk WORK_HOME=/design/flow/orfs finish
File: flow/config.mk
export PLATFORM = sky130hd
export DESIGN_NAME = div_toplevel
export DESIGN_NICKNAME = div_toplevel
export VERILOG_FILES = /design/flow/design.v
export SDC_FILE = /design/flow/constraint.sdc
export NUM_CORES = 4
export LEC_CHECK = 1
export CORE_UTILIZATION = 40
File: flow/constraint.sdc
current_design div_toplevel

set clk_period 6.3
set clk_io_pct 0.2

create_clock -name clk0 -period $clk_period [get_ports {clk}]

set non_clock_inputs [all_inputs -no_clocks]
set_input_delay [expr $clk_period * $clk_io_pct] -clock clk0 $non_clock_inputs
set_output_delay [expr $clk_period * $clk_io_pct] -clock clk0 [all_outputs]
File: flow/design.v
`timescale 1ns / 1ps
module counter(input increment,
					input clk,
					input clr,
					output reg [3:0] count);
	always@(posedge clk)
	begin
		if(clr)
			count <= 0;
		else
		begin
			if(increment)
				count <= count + 1'b1;
			else
				count <= count;
		end
	end
endmodule
`timescale 1ns / 1ps
module div_controller(sub_cout, counter, reset, clk,
							 AB_load_QR_clr, A_sl,
							 R_load_Q_shiftIn, R_sl,
							 Q_sl);
	parameter nBit = 16;
	parameter s0=3'b000, s1=3'b001, s2=3'b010, s3=3'b011, s4=3'b100, s5=3'b101;
	input sub_cout, reset, clk;
	input [3:0] counter;
	output reg AB_load_QR_clr, A_sl;
	output reg R_load_Q_shiftIn, R_sl;
	output reg Q_sl;
	reg [2:0] state;
	always@(posedge clk or posedge reset)
	begin
		if(reset)
			state <= s0;
		else
		begin
			case(state)
				s0: state <= s1;
				s1:
				begin
					if(sub_cout)
						state <= s3;
					else
						state <= s2;
				end
				s2:
				begin
					if(counter == nBit-1)
						state <= s5;
					else
						state <= s4;
				end
				s3:
				begin
					if(counter == nBit-1)
						state <= s5;
					else
						state <= s4;
				end
				s4: state <= s1;
				s5: state <= s5;
				default: state <= s0;
			endcase
		end
	end
	always@(state)
	begin
		case(state)
			s0: 
			begin
				AB_load_QR_clr <= 1'b1;
				A_sl <= 1'b0;
				R_load_Q_shiftIn <= 1'b0;
				R_sl <= 1'b0;
				Q_sl <= 1'b0;
			end
			s1: 
			begin
				AB_load_QR_clr <= 1'b0;
				A_sl <= 1'b0;
				R_sl <= 1'b1;
			end
			s2: 
			begin
				R_load_Q_shiftIn <= 1'b0;
				R_sl <= 1'b0;
				Q_sl <= 1'b1;
			end
			s3:
			begin
				R_load_Q_shiftIn <= 1'b1;
				R_sl <= 1'b0;
				Q_sl <= 1'b1;
			end
			s4: 
			begin
				A_sl <= 1'b1;
				R_load_Q_shiftIn <= 1'b0;
				R_sl <= 1'b0;
				Q_sl <= 1'b0;
			end
			s5: 
			begin
				R_load_Q_shiftIn <= 1'b0;
				Q_sl <= 1'b0;
			end
		endcase
	end
endmodule
`timescale 1ns / 1ps
module div_datapath(A, B, clk, reset,
						  AB_load_QR_clr, A_sl,
						  R_load_Q_shiftIn, R_sl,
						  Q_sl,
						  shift_count, sub_cout,
						  final_R, final_Q);
	parameter nBit = 16;
	input [nBit-1:0] A, B;
	input clk, reset;
	input AB_load_QR_clr, A_sl;
	input R_load_Q_shiftIn, R_sl;
	input Q_sl;
	output reg [nBit-1:0] final_R, final_Q;
	output [3:0] shift_count;
	output sub_cout;
	wire [nBit-1:0] outA, outB, outR, outQ, sub;
	wire [3:0] counter;
	wire [nBit-1:0] null;
	assign null = 0;
	counter ls_count(.increment(A_sl),
						  .clk(clk),
						  .clr(reset),
						  .count(counter));
	shift_reg #(nBit) reg_A(.In(A),
									.clk(clk),
									.load(AB_load_QR_clr), .clr(1'b0), .sl(A_sl), .sr(1'b0), .shiftIn(1'b0),
									.out(outA));
	shift_reg #(nBit) reg_B(.In(B),
									.clk(clk),
									.load(AB_load_QR_clr), .clr(1'b0), .sl(1'b0), .sr(1'b0), .shiftIn(1'b0),
									.out(outB));
	shift_reg #(nBit) reg_R(.In(sub),
									.clk(clk),
									.load(R_load_Q_shiftIn), .clr(AB_load_QR_clr), .sl(R_sl), .sr(1'b0), .shiftIn(outA[nBit-1]),
									.out(outR));
	subtractor #(nBit) subtract(.R(outR),
										 .B(outB),
										 .out(sub),
										 .cout(sub_cout));
	shift_reg #(nBit) reg_Q(.In(null),
									.clk(clk),
									.load(1'b0), .clr(AB_load_QR_clr), .sl(Q_sl), .sr(1'b0), .shiftIn(R_load_Q_shiftIn),
									.out(outQ));
	assign shift_count = counter;
	always@(posedge clk)
	begin
		if(counter == nBit-1)
		begin
			final_R <= outR;
			final_Q <= outQ;
		end
		else
		begin
			final_R <= 1'b0;
			final_Q <= 1'b0;
		end
	end
endmodule
`timescale 1ns / 1ps
module div_toplevel(input [nBit-1:0] A,
						  input [nBit-1:0] B,
						  input reset,
						  input clk,
						  output [nBit-1:0] R_out,
						  output [nBit-1:0] Q_out);
	parameter nBit = 16;
	wire [nBit-1:0] transfer_R, transfer_Q;
	wire AB_load_QR_clr, A_sl;
	wire R_load_Q_shiftIn, R_sl;
	wire Q_sl;
	wire transfer_sub_cout;
	wire [3:0] transfer_count;
	div_controller #(nBit) control(.sub_cout(transfer_sub_cout),
											 .counter(transfer_count),
											 .reset(reset),
											 .clk(clk),
											 .AB_load_QR_clr(AB_load_QR_clr), .A_sl(A_sl),
											 .R_load_Q_shiftIn(R_load_Q_shiftIn), .R_sl(R_sl),
											 .Q_sl(Q_sl));
	div_datapath #(nBit) datapath(.A(A),
											.B(B),
											.clk(clk),
											.reset(reset),
											.AB_load_QR_clr(AB_load_QR_clr), .A_sl(A_sl),
											.R_load_Q_shiftIn(R_load_Q_shiftIn), .R_sl(R_sl),
											.Q_sl(Q_sl),
											.shift_count(transfer_count),
											.sub_cout(transfer_sub_cout),
											.final_R(transfer_R),
											.final_Q(transfer_Q));
	assign R_out = transfer_R;
	assign Q_out = transfer_Q;
endmodule
`timescale 1ns / 1ps
module full_adder(A, B, Cin, Cout, Sum);
	input A, B, Cin;
	output Cout, Sum;
	wire S;
	wire [1:0] carry;
	half_adder HA_1(.A(A), .B(B), .Cout(carry[0]), .Sum(S));
	half_adder HA_2(.A(S), .B(Cin), .Cout(carry[1]), .Sum(Sum));
	assign Cout = carry[0]|carry[1];
endmodule
`timescale 1ns / 1ps
module half_adder(A, B, Cout, Sum);
	input A, B;
	output Cout, Sum;
	assign Sum = A^B;
	assign Cout = A&B;
endmodule
`timescale 1ns / 1ps
module shift_reg(input [nBit-1:0] In,
					  input clk,
					  input load,
					  input clr,
					  input sl,
					  input sr,
					  input shiftIn,
					  output reg [nBit-1:0] out);
	parameter nBit = 16;
	always@(negedge clk)
	begin
		if(clr)
			out <= 1'b0;
		else
		begin
			if(load)
				out <= In;
			else if (sl)
				out <= {out[nBit-2:0], shiftIn};
			else if (sr)
				out <= {shiftIn, out[nBit-1:1]};
			else
				out <= out;
		end
	end	
endmodule
`timescale 1ns / 1ps
module subtractor(input [nBit-1:0] R,
						input [nBit-1:0] B,
						output [nBit-1:0] out,
						output cout);
	parameter nBit = 16;
	wire [nBit-1:0] B_comp;
	wire [nBit-1:0] c;
	assign B_comp = ~B + 1'b1;
	genvar i;
	generate
		for(i=0; i <= nBit-1; i=i+1)
		begin: generate_subtractor
			if(i==0)
				half_adder HA(R[0], B_comp[0], c[0], out[0]);
			else
				full_adder FA(R[i], B_comp[i], c[i-1], c[i], out[i]);
		end
		assign cout = c[nBit-1];
	endgenerate
endmodule
==> flow_summary_export.csv <==
group,metric,value,unit
setup_path,crit_path_top_delay_cell,"fa_2",
sta,layout_setup_ws,-3.08,ns
setup_path,depth_of_the_worst_register_to_register_path,19,
setup_path,critPathBufInv,2,
drt,number_of_drc_markers_in_iteration_0,66,
placed_design,placedCellCount,567,
drt,routed_wire_length_per_instance,10.7,um
clock_network,insertion_delay,0.40,ns
synth,synth.top_cell.area_share,0.314,
synth,ys.flop_type,"dfxtp_1",
finish,layout_overhead_on_the_synthesized_area,32.9,%
sta,report.final.slew_viol_count,0,
finish,final_cell_area,0.00576,mm2
floorplanning,initial_core_utilization,0.416,
hold_path,min_delay_worst_endpoint,"control.state[4]",
setup_path,critical-path-top-cell-by-count,"fa_2",
finish,layout-drive-gt1-share,0.163,
clock_network,clkTransAtPathRegs,0.10,ns
grt,global_route.overflow_total,0,
power_and_ir_drop,report.power.total,1.32,mW
synth,synth_area_per_cell,12.1,um2
floorplanning,row_count,37,
setup_path,timing.rr.start,"datapath.reg_B.out[1]",
grt,grt_antenna_before_repair,0,
drt,drt.antenna.violating_nets,0,
floorplanning,dieHeight,106,um
sta,tightest_slew,0.576,ns
setup_path,timing.critical_path.required,6.55,ns
setup_path,cp.arrival,9.63,ns
synth,yosysCellCount,357,
synth,syn-cell-area,0.00433,mm2
setup_path,cp-startpoint,"datapath.reg_B.out[1]",
sta,setup_repair_after_global_routing_missed_its_margin,"true",
drt,diodes,0,
clock_network,numCtsBuffers,9,
setup_path,worst_path_largest_cell_delay,0.39,ns
grt,grt_pass1_wl,12300,um
setup_path,cp_cell_sequence,"inv_1 > ha_4 > inv_2 > fa_2 > fa_2 > fa_2 > fa_2 > fa_2 > fa_2 > fa_2 > fa_2 > fa_2 > fa_2 > fa_2 > fa_2 > fa_2 > fa_2 > fa_2 > and2_1",
floorplanning,die_w,106,um
drt,final_routed_wirelength_across_all_metal_layers,6930,um
outcome,failing_checks,"setup timing",
grt,grt_max_degree,50,
hold_path,hold_path_class,"register to register",
setup_path,regToRegSetupSlack,-3.08,ns
drt,drt_pass1_iterations,4,
floorplanning,top_level_ports,66,
sta,final_tns_setup,-6.08,ns
setup_path,end_kind,"register",
clock_network,cts_setup_buffers,0,
setup_path,critical_path_cell_count,19,
setup_path,crit-reg2reg-capture,"control.state[2]",
drt,drc,0,
placed_design,port-buffer-count,65,
grt,via_count_of_the_first_global_routing_pass,2735,
setup_path,cp_top_delay_family,"adder cells",
floorplanning,core-area,0.0104,mm2
placed_design,gp_routability_congestion,0.765,
finish,filler_cell_count,880,
power_and_ir_drop,power.density_cell_area,228,mW/mm2
clock_network,ctsLongestPathBuffers,2,
job,warnings,92,
placed_design,hpwlAfterDp,4870,um
placed_design,dpl-instance-area,0.00532,mm2
clock_network,cts_htree_levels,3,
setup_path,critPathMaxFanout,2,
sta,setup_viol_count_final,3,
grt,grt_util_all_layers,0.143,
sta,hold_ws,0.472,ns
synth,netlist.top_cell.by_area,"dfxtp_1",
sta,unclocked_pins,5,
synth,syn_inst,357,
hold_path,worstHoldPathCells,1,
sta,skew,0.0500,ns
setup_path,worstSetupStartpointType,"register",
clock_network,post_cts_hold_buffer_count,0,
power_and_ir_drop,p_leak,2.57,nW
synth,ys.warnings.count,4,
sta,final_tally_of_hold_violations,0,
placed_design,dpl_worst_slack,-3.08,ns
synth,enable_flop_cells,32,
synth,synth_flops,111,
drt,vias,2881,
synth,synthTopCellsByArea,"dfxtp_1, edfxtp_1, fa_1",
synth,synth_async_sr_flop_share,0.0541,
finish,utilization,0.553,
clock_network,tritoncts,"built",
hold_path,hold_start,"control.state[4]",
sta,max_slew_margin,0.616,
job,cap_viol_max_count,0,
clock_network,cts_root_buffer,"clkbuf_8",
setup_path,setup.worst_path.class,"register to register",
synth,yosys.stat.chipArea,0.00433,mm2
synth,yosysUniqueCellTypes,34,
outcome,status,"finished with violations",
synth,top_cells_by_count,"dfxtp_1, nor2_1, and2_1",
synth,top_cell_type_by_instance_count_after_synthesis,"dfxtp_1",
sta,number_of_unconstrained_endpoints,37,
floorplanning,die_outline_area,0.0113,mm2
finish,layoutNonFillerInstCount,646,
power_and_ir_drop,worst_ir_drop_vdd,118,uV
drt,via_per_inst,4.46,
[worst reg2reg max path, stage by stage (launching register included)]
cell,delay [ns]
edfxtp_1,0.33
inv_1,0.07
ha_4,0.26
inv_2,0.03
fa_2,0.33
fa_2,0.35
fa_2,0.35
fa_2,0.35
fa_2,0.35
fa_2,0.35
fa_2,0.35
fa_2,0.35
fa_2,0.36
fa_2,0.35
fa_2,0.35
fa_2,0.35
fa_2,0.35
fa_2,0.35
fa_2,0.39
and2_1,0.14
[registers in the layout, summed over array words and instances (netlist names), 4 cells and up]
| register | count |
|---|---|
| datapath.reg_A.out | 16 |
| datapath.ls_count.count | 4 |
| datapath.reg_B.out | 16 |
| datapath.reg_R.out | 16 |
| control.state | 6 |
| datapath.final_R | 16 |
| datapath.final_Q | 16 |
| datapath.reg_Q.out | 16 |
[logic make-up (layout without fill, tap and decap cells)]
family	count (synthesis)	in the layout	share of synthesized area
AOI/OAI and AO/OA	33	33	0.0566
xor gates and xnor gates	15	15	0.0303
adders and majority gates	18	18	0.0780
buffers and inverters	42	195	0.0381
DFF	106	106	0.571
latches	5	5	0.0173
muxes	33	33	0.0806
other	1	1	0.000865
and+or+nand+nor	104	104	0.127
[what timing repair did]
item                                    4_1_cts  5_1_grt
pin swaps                                     1        1
endpoints found under the setup margin        3        3
resized                                       1        1
[worst max path at each step]
stage | to | slack [ns]
after CTS | control.state[2] | -3.11
final | control.state[2] | -3.08
after global routing | control.state[2] | -3.25
[per-layer routing]
| metal | track usage | share of wire | up-vias | wire length, um |
|---|---|---|---|---|
| li1 | - | - | 1500 | - |
| met1 | 0.243 | 0.52 | 1299 | 3600 |
| met2 | 0.198 | 0.41 | 75 | 2860 |
| met3 | 0.0425 | 0.054 | 7 | 375 |
| met4 | 0.0179 | 0.013 | 0 | 93 |
| met5 | 0 | 0 | - | 0 |
[layout by cell type (no fill, tap or decap), types with 2 or more instances in the layout]
| master | count |
|---|---|
| a211oi_1 | 30 |
| and2_1 | 34 |
| buf_4 | 28 |
| clkbuf_8 | 9 |
| clkdlybuf4s50_1 | 65 |
| dfrtp_1 | 5 |
| dfxtp_1 | 68 |
| dlxtn_1 | 4 |
| edfxtp_1 | 32 |
| fa_2 | 15 |
| ha_1 | 2 |
| inv_1 | 86 |
| inv_4 | 2 |
| mux2_2 | 15 |
| mux2i_1 | 18 |
| nand2_1 | 5 |
| nor2_1 | 49 |
| nor3_1 | 2 |
| or2_2 | 2 |
| or4_1 | 2 |
| or4_4 | 3 |
| xnor2_1 | 3 |
| xor2_1 | 12 |
[layout make-up]
cell class	count	area (um2)	area share
clock buffers	11	153	0.0265
clock inverters	69	274	0.0476
inverters	22	82.6	0.0143
multi-input cells	204	1670	0.290
flip-flops and latches	111	2550	0.443
well taps	136	170	0.0295
repair buffers	93	861	0.149
[where the power goes]
group	switching, mW	total [mW]	internal (mW)	leakage, nW
clock network	0.321	0.544	0.222	0.442
logic	0.0177	0.0512	0.0335	1.15
registers	0.00547	0.721	0.715	0.978
total	0.344	1.32	0.971	2.57
No activity file was given, so power comes from the tool's default toggle rates.
