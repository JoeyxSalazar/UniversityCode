==> ./design.v <==
`timescale 1ns / 1ps
module sev_seg_decoder(
    input  [3:0] num_in,					 
    output reg [7:0] sev_seg_leds		 
    );
	 always @(num_in)
	 begin
		 case (num_in)			
			4'h0 		:	 sev_seg_leds[7:0] = 8'b10000001 ;
			4'h1 		:	 sev_seg_leds[7:0] = 8'b11110011 ;
			4'h2	 	:	 sev_seg_leds[7:0] = 8'b01001001 ;
			4'h3 		:	 sev_seg_leds[7:0] = 8'b01100001 ;
			4'h4 		:	 sev_seg_leds[7:0] = 8'b00110011;
			4'h5 		:	 sev_seg_leds[7:0] = 8'b00100101 ;
			4'h6 		:	 sev_seg_leds[7:0] = 8'b00000101 ;
			4'h7 		:	 sev_seg_leds[7:0] = 8'b11110001 ;
			4'h8 		:	 sev_seg_leds[7:0] = 8'b00000001 ;
			4'h9 		:	 sev_seg_leds[7:0] = 8'b00100001 ;
			4'hA 		:	 sev_seg_leds[7:0] = 8'b00010001 ;
			4'hB 		:	 sev_seg_leds[7:0] = 8'b00000111 ;
			4'hC 		:	 sev_seg_leds[7:0] = 8'b10001101 ;
			4'hD 		:	 sev_seg_leds[7:0] = 8'b01000011 ;
			4'hE 		:	 sev_seg_leds[7:0] = 8'b00001101 ;
			4'hF 		:	 sev_seg_leds[7:0] = 8'b00011101 ;	
		   default 	: 	 sev_seg_leds[7:0] = 8'b01111111 ;
		 endcase
	 end 
endmodule
`timescale 1ns / 1ps
module sev_seg_with_clk(
    input [3:0] num_1,					 
    input [3:0] num_2,					 
	 input [3:0] num_3,
	 input [3:0] num_4,
	 input clk,								 
	 input reset,							 
	 output [7:0] sev_seg_leds,		 
	 output [3:0] led_disable,			 
	 output reg [3:0] led_enable		 
    );
	 reg [3:0] out_bus;
	 reg [2:0] sel;
	 assign led_disable = 4'b1111;		 
	 always @ (posedge clk or posedge reset)		 
	 begin
		if (reset)								 
		begin
			sel <= 3'b000;		 				 
			led_enable <= 4'b1111;				 
		end
		else										 
		begin
			sel[2] <= sel[1] & sel[0];
			sel[1] <= sel[1]^sel[0];
			sel[0] <= ~sel[0];
			case(sel)
				3'b001: 
				begin
					led_enable <= 4'b0111;
					out_bus <= num_1;
				end
				3'b010:
				begin
					led_enable <= 4'b1011;
					out_bus <= num_2;
				end
				3'b011:
				begin
					led_enable <= 4'b1101;
					out_bus <= num_3;
				end
				3'b100:
				begin
					led_enable <= 4'b1110;
					out_bus <= num_4;
				end
				default : led_enable <= 4'bxxxx;
			endcase
		end
	 end	
	 sev_seg_decoder decoder1(.num_in(out_bus), 
									  .sev_seg_leds(sev_seg_leds));
endmodule
==> ./config.mk <==
export PLATFORM = sky130hd
export DESIGN_NAME = sev_seg_with_clk
export DESIGN_NICKNAME = sev_seg_with_clk
export VERILOG_FILES = /design/flow/design.v
export SDC_FILE = /design/flow/constraint.sdc
export NUM_CORES = 4
export LEC_CHECK = 1
export CORE_AREA = 10 10 90 90
export DIE_AREA = 0 0 100 100
==> ./constraint.sdc <==
current_design sev_seg_with_clk

set clk_period 5.6
set clk_io_pct 0.2

create_clock -name clk0 -period $clk_period [get_ports {clk}]

set non_clock_inputs [all_inputs -no_clocks]
set_input_delay [expr $clk_period * $clk_io_pct] -clock clk0 $non_clock_inputs
set_output_delay [expr $clk_period * $clk_io_pct] -clock clk0 [all_outputs]
==> ./run.sh <==
#!/bin/bash
# OpenROAD 26Q1-2900-gdf79404cd8, Yosys 0.63+post, stock flow scripts
make -C /OpenROAD-flow-scripts/flow DESIGN_CONFIG=/design/flow/config.mk WORK_HOME=/design/flow/orfs finish
==> CHANGELOG.md <==
## Implementation

- Outcome: finished clean
- Synth warn: 2
- Syn avg cell area: 10.4 sq um
- Flops after synth: 18
- Top Layout Cells: clkdlybuf4s50_1 (28), inv_1 (10), nor2_1 (10), ha_1 (10), mux2i_1 (8)
- DRC: 0
- Routed wire length: 2.49 mm
- H-tree depth: 1
- Top sig layer: met4
- Cell Count, Final, Fillers Out: 213
- Gr usage total: 5.20%
- Detailed Route Iter0 Violations: 52
- Routed metal-1 wirelength: 1.20 mm
- FF-to-FF path depth: 10
- Critical Path End Type: flip-flop
- CP Class: input port to flip-flop
- DP HPWL: 1.99 mm
- Achievable frequency: 285 MHz
- Area of the die: 10000 sq um
- Initial antenna violation count: 0
- Setup crit end: sev_seg_leds[4]
- PnR worst setup slack: 2.09 ns
- Num CTS Buffers: 3
- Grt ovf: 0
- Cell count in the Yosys report: 109
- Top cell type's share of synthesized area: 12.4%
- CTS sink count: 18
- Critical Path AT: 3.65 ns
- Worst R2R End: sev_seg_leds[4]
- Yosys stat chip area: 1130 sq um
- CTS Hold Bufs: 0
- Worst Path Max Fanout: 6
- Max_cap viols: 0
- Root Driver: clkbuf_8
- CTS tree: done
- Main flop type: dfxtp_1
- Post-Route Setup TNS: 0 ns
- Area Overhead vs Synth: 32.7%
- Min-Delay Path Class: flip-flop to flip-flop
- I/O pin count: 34
- Critical path, cell by cell: clkdlybuf4s50_1 -> or3_4 -> o31ai_1 -> inv_1 -> ha_1 -> inv_1 -> mux2i_1 -> mux2_2
- Pwr Density: 197 nW/um^2
- First-pass GRT wire length: 4.24 mm
- I/O Buffers: 28
- Final Core Density: 23.9%
- Slew @ Worst Pin: 0.738 ns
- WP data required: 5.74 ns
- Max-slew violation count: 0
- Worst reg2reg setup slack: 2.52 ns
- CP Launch Type: input port
- Vias: 835
- Met3 wire length: 307 um
- Fp util: 18.0%
- Gpl congestion: 0.826
- Total chip power: 296 uW
- Tcrit/Tclk final: 62.6%
- Reg-to-Reg Start: sel[0]
- Post-CTS sizing: 0
- Die width: 100 um
- Post-synth ARST share: 38.9%
- Post-Syn Area: 1130 sq um
- Slew headroom: 50.4%
- Final min period: 3.51 ns
- Core Region: 6280 sq um
- Clock transition at path regs: 0.07 ns
- Share of cells above drive strength 1: 10.3%
- Yosys cell types: 38
- Cells after synthesis: 109
- VDD IR max: 0.108 mV
- Hold Fails Final Rpt: 0
- Tool warnings: 33
- Top cells by area: dfxtp_1 (12%), ha_1 (11%), edfxtp_1 (11%)
- Die height: 100 um
- Insertion Delay late pin: 0.25 ns
- DR pass1 iterations: 4
- Placed Cells: 209
- Count of library flops with an enable pin: 4
- DR WL/cell: 11.7 um
- Pleak: 0.640 nW
- Routed Antenna Nets: 0
- Clock tree buffer depth: 2
- Top cell by count, worst path: inv_1
- Largest net degree at the start of global routing: 14
- # Post-CTS Setup Buffers: 0
- Most used logic cell in the final layout: clkdlybuf4s50_1
- Ant. Diodes: 0
- Row Count: 29
- Crit. Startpoint: reset
- Number of setup violations in the final report: 0
- Cell type with the largest total area: dfxtp_1
- Setup WS pre-CTS: 1.84 ns
- Unrepaired setup endpoints after global routing: no
- Sequential area share after synthesis: 39.0%
- Vias per std cell: 3.92
- Crit-path slowest cell: o31ai_1
- Final clock skew: 0.00317 ns
- Routed wl met2: 970 um
- Largest stage delay, worst path: 0.67 ns
- Vias in the first global route: 873
==> cells by family after synthesis <==
logic type | synth area share [%]
AOI/OAI and AO/OA | 16.9
xor gates and xnor gates | 0.775
adders and majority gates | 11.1
buffers and inverters | 9.97
DFF | 39.0
muxes | 8.08
other | 0.332
and+or+nand+nor | 13.8
==> per-layer routing <==
layer  GRT usage, %  up-vias
met5              0        -
met1           7.18      377
met4          0.217        0
li1               -      427
met2           6.92       29
met3           3.47        2
==> state kept, by name (all words and copies together), names as in the netlist <==
name,count
sev_seg_leds,7
led_enable,4
out_bus,4
sel,3
==> critical path, delay by kind of cell <==
kind | cells | cell delay, ns
AND/OR/NAND/NOR | 1 | 0.46
AND-OR/OR-AND | 1 | 0.67
multiplexers | 2 | 0.34
adder cells (fa/ha/maj) | 1 | 0.30
buffers and inverters | 3 | 0.76
==> cells in the mapped netlist, types with 2 or more instances <==
library cell,count
nor2_1,10
and2_1,3
a211oi_1,2
dfstp_2,4
nand2_1,3
dfrtp_1,3
buf_2,3
buf_6,2
o21ai_0,2
inv_1,10
edfxtp_1,4
a22o_1,6
mux2i_1,8
buf_4,5
ha_1,10
o31ai_1,4
o32ai_1,2
nand3_1,2
dfxtp_1,7
==> per-stage QoR <==
stage	area, sq um	hold WS (ns)
after floorplan	1140	0.465
after global placement	1450	0.499
after detailed placement	1450	0.505
after CTS	1500	0.515
after global routing	1500	0.542
final	1500	0.516
==> worst min path at each step <==
| stage | depth (start not counted) | to | start |
|---|---|---|---|
| after CTS | 1 | sel[0] | sel[0] |
| after global routing | 1 | sel[0] | sel[0] |
| final | 1 | sel[0] | sel[0] |
==> report_power, final <==
group          internal [mW]  switching [mW]
clock                 0.0487          0.0432
combinational         0.0368          0.0231
sequential             0.142         0.00182
==> area by class of cell <==
cell class | count | area, sq um
Clock inverter | 1 | 3.75
Inverter | 10 | 37.5
Clock buffer | 3 | 41.3
Tap cell | 77 | 96.3
Fill cell | 664 | 4780
Multi-Input combinational cell | 75 | 592
Timing Repair Buffer | 29 | 288
Sequential cell | 18 | 440
Power figures rest on the tool's default switching activity, not on a simulated workload.
